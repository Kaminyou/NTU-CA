File: /design/flow/config.mk
export PLATFORM = sky130hd
export DESIGN_NAME = Pipeline_ID_EX
export DESIGN_NICKNAME = Pipeline_ID_EX
export VERILOG_FILES = /design/flow/design.v
export SDC_FILE = /design/flow/constraint.sdc
export NUM_CORES = 4
export LEC_CHECK = 1
export CORE_AREA = 10 10 176 176
export DIE_AREA = 0 0 186 186
File: /design/flow/constraint.sdc
current_design Pipeline_ID_EX

set clk_period 1.0
set clk_io_pct 0.2

create_clock -name clk0 -period $clk_period [get_ports {clk_i}]

set non_clock_inputs [all_inputs -no_clocks]
set_input_delay [expr $clk_period * $clk_io_pct] -clock clk0 $non_clock_inputs
set_output_delay [expr $clk_period * $clk_io_pct] -clock clk0 [all_outputs]
File: /design/flow/design.v
module Pipeline_ID_EX(
    clk_i,
    rst_i,
    RS1data_i,
    RS2data_i,
    immed_i,
    pc_i,
    Rd_i,
    RegWrite_i,
    MemtoReg_i,
    MemRead_i,
    MemWrite_i,
    ALUOp_i,
    ALUSrc_i,
    instr_i,
    RS1addr_i,
    RS2addr_i,
    RS1data_o,
    RS2data_o,
    immed_o,
    pc_o,
    Rd_o,
    RegWrite_o,
    MemtoReg_o,
    MemRead_o,
    MemWrite_o,
    ALUOp_o,
    ALUSrc_o,
    instr_o,
    RS1addr_o,
    RS2addr_o,
);
    input clk_i;
    input rst_i;
    input [31:0] RS1data_i, RS2data_i;
    output reg [31:0] RS1data_o, RS2data_o;
    input [31:0] immed_i, pc_i;
    output reg [31:0] immed_o, pc_o;
    input [4:0] Rd_i;
    output reg [4:0] Rd_o;
    input [31:0] instr_i;
    output reg [31:0] instr_o;
    input RegWrite_i, MemtoReg_i, MemRead_i, MemWrite_i, ALUSrc_i;
    output reg RegWrite_o, MemtoReg_o, MemRead_o, MemWrite_o, ALUSrc_o;
    input [1:0] ALUOp_i;
    output reg [1:0] ALUOp_o;
    input [4:0] RS1addr_i, RS2addr_i;
    output reg [4:0] RS1addr_o, RS2addr_o;
    always@(posedge clk_i or negedge rst_i)
    if (~rst_i)  
    begin
        RS1data_o <= 32'b0;
        RS2data_o <= 32'b0;
        immed_o <= 32'b0;
        pc_o <= 32'b0;
        Rd_o <= 32'b0;
        RegWrite_o <= 0;
        MemtoReg_o <= 0;
        MemRead_o <= 0;
        MemWrite_o <= 0;
        ALUOp_o <= 0;
        ALUSrc_o <= 0;
        instr_o <= 0;
        RS1addr_o <= 0;
        RS2addr_o <= 0;
    end
    else
    begin
        RS1data_o <= RS1data_i;
        RS2data_o <= RS2data_i;
        immed_o <= immed_i;
        pc_o <= pc_i;
        Rd_o <= Rd_i;
        RegWrite_o <= RegWrite_i;
        MemtoReg_o <= MemtoReg_i;
        MemRead_o <= MemRead_i;
        MemWrite_o <= MemWrite_i;
        ALUOp_o <= ALUOp_i;
        ALUSrc_o <= ALUSrc_i;
        instr_o <= instr_i;
        RS1addr_o <= RS1addr_i;
        RS2addr_o <= RS2addr_i;
    end
endmodule
File: /design/flow/run.sh
#!/bin/bash
# OpenROAD 26Q1-2900-gdf79404cd8, Yosys 0.63+post, stock flow scripts
make -C /OpenROAD-flow-scripts/flow DESIGN_CONFIG=/design/flow/config.mk WORK_HOME=/design/flow/orfs finish
==> results.json <==
{
  "status": "finished with violations",
  "violations": "hold timing, setup timing",
  "drt_pass1_iterations": 4,
  "period_minus_slack_ps": 1110,
  "dr_total_vias": 2964,
  "crit_family": "flip-flops",
  "power.switching_fraction_pct": 20.8,
  "finish.instance_area_um2": 8440,
  "max_slew.worst_pin.slew_ps": 368,
  "grt-ovfl-total": 0,
  "fillers": 2695,
  "die-area_um2": 34600,
  "hold_violations": 23,
  "wl_per_cell_um": 17.1,
  "final-setup-viol-count": 182,
  "max-clock-path-buffers": 2,
  "drt_wl_total_mm": 15.8,
  "synth_stat.cells": 182,
  "clock_tree_from_tritoncts": "done",
  "worst_setup_slack_after_layout_ps": -113,
  "share_of_yosys_cell_area_claimed_by_the_top_area_cell_type_pct": 100,
  "totalNegativeSetupSlack_ps": -14330,
  "syn_area_um2": 4550,
  "post_synth_inst_count": 182,
  "floorplan.rows": 60,
  "post_route_cells_drive_above_1_share_pct": 38.0,
  "power.switching_w": 0.00333,
  "area_growth_pct": 85.3,
  "hpwl_mm": 12.7,
  "fmaxAchievable_mhz": 898,
  "fin_crit_sh_pct": 111,
  "cap_viol_max_count": 0,
  "placeableCoreArea_um2": 27000,
  "timing.setup.critical_path_class": "flop to output port",
  "routabilityCongestion": 0.774,
  "power.internal_w": 0.0126,
  "placed_cell_area_um2": 8740,
  "die_x_um": 186,
  "comb_area_um2": 0,
  "top_cells_by_area": "sky130_fd_sc_hd__dfrtp_1",
  "drc": 0,
  "drt_iter0_markers": 70,
  "p_leak_nw": 3.91,
  "buffer_cell_driving_the_clock_tree_root": "sky130_fd_sc_hd__clkbuf_16",
  "postSynthRegisterBits": 182,
  "diodes": 0,
  "cts_num_sinks": 182,
  "worst_path_cell_with_the_longest_stage_delay": "sky130_fd_sc_hd__dfrtp_1",
  "logic_gate_count": 0,
  "yosys.stat.chipArea_um2": 4550,
  "postRouteAntennaNets": 0,
  "power.clock.fraction_pct": 43.4,
  "layout_top_cells_excl_fill_tap": "sky130_fd_sc_hd__dfrtp_1, sky130_fd_sc_hd__clkdlybuf4s50_1, sky130_fd_sc_hd__buf_2, sky130_fd_sc_hd__clkbuf_16, sky130_fd_sc_hd__buf_4",
  "worst-path-max-fanout": 1,
  "power.density_cell_area_nw_per_um2": 1890,
  "num_io_pins": 366,
  "synth_cell_types": 1,
  "comb_power_share_pct": 7.7,
  "seq_power_share_pct": 48.8,
  "postLayoutCoreUtil_pct": 31.2,
  "required_ps": 800,
  "route.detailed.vias_per_inst": 3.19,
  "die_height_um": 186,
  "post_synth.cell_area_avg_um2": 25.0,
  "grt_antenna_before_repair": 0,
  "worst_setup_path_end_kind": "output port",
  "crit_path_max_incr_delay_ps": 390,
  "cp-startpoint": "instr_o[19]",
  "slew-limit-headroom_pct": 75.5,
  "worstPathArrival_ps": 910,
  "cp_num_buf_inv": 1,
  "ctsHtreeMaxLevel": 4,
  "floorplanUtilization_pct": 16.9,
  "cts_buffers": 17,
  "whs_ps": -299,
  "openroad.warnings": 29,
  "first_pass_grt_wire_length_mm": 22.4,
  "grt_start_max_net_pins": 39,
  "grt_util_all_layers_pct": 8.76,
  "worst_hold_path_type": "primary input to async pin",
  "cell_taking_the_most_area_after_synthesis": "sky130_fd_sc_hd__dfrtp_1",
  "irDropWorstVdd_v": 0.000916,
  "port-buffer-count": 365,
  "yosys_warnings": 1,
  "synth-seq-area-share_pct": 100,
  "clk_pin_slew_worst_paths_ps": 70,
  "grt_pass1_vias": 3398,
  "timing.final.max_slew_violations": 0,
  "rsz0062_at_grt": "yes",
  "worst_setup_path_start_kind": "flop",
  "total_power_w": 0.0160,
  "path_cells": "buf_2"
}
==> area by class of cell <==
type                    instances  area, um^2  share of cell area [%]
clock buffers                  18         439                    5.20
clock inverters                12         165                    1.96
flip-flops and latches        182        4550                    54.0
well taps                     341         427                    5.06
repair buffers                375        2850                    33.8
==> sequential cells by signal, summed over array words and instances, names as in the netlist <==
name        count
ALUOp_o         2
ALUSrc_o        1
MemRead_o       1
MemWrite_o      1
MemtoReg_o      1
RS1addr_o       5
RS1data_o      32
RS2addr_o       5
RS2data_o      32
Rd_o            5
RegWrite_o      1
immed_o        32
instr_o        32
pc_o           32
==> power groups by stage <==
stage | logic (W) | registers [W] | clock network, W
global route | 0.00137 | 0.00784 | 0.00759
CTS | 0.00129 | 0.00780 | 0.00729
finish | 0.00124 | 0.00780 | 0.00694
==> cell families (layout without fill, tap and decap cells) <==
group / Yosys count / count (layout) / synth area share (%)
flops: 182 / 182 / 100
buf+inv: 0 / 405 / 0
==> synthesized netlist by cell type <==
cell type / n
sky130_fd_sc_hd__dfrtp_1: 182
==> routing by layer <==
metal  track usage (%)  wire length [um]
met1              10.2              5550
met2              14.5              7990
met3              4.68              2110
met4              1.06               176
met5                 0                 0
==> through the flow <==
| stage | std cells | setup slack, ps |
|---|---|---|
| after global placement | 898 | -70.8 |
| after floorplan | 182 | 488 |
| after detailed placement | 898 | -54.9 |
| final | 928 | -113 |
| after CTS | 928 | -153 |
| after global routing | 928 | -166 |
==> repair_timing <==
action,in CTS,in global routing
gates resized,590,0
setup buffers,0,0
hold endpoints to repair,23,23
pin swaps,0,0
setup endpoints to repair,182,182
==> how the worst max path moves through the flow <==
stage                            to  depth (start not counted)  slack (ps)
final                   instr_o[19]                          1        -110
after CTS                instr_o[1]                          1        -150
after global routing  RS1data_o[19]                          1        -170
No activity file was given, so power comes from the tool's default toggle rates.
