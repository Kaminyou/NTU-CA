==> design.v <==
module Branch(
    immed_i,
    pc_i,
    RS1data_i,
    RS2data_i,
    ID_Branch_i,
    ID_branch_pc_o,
    ID_branch_ctr_o,
);
    input [31:0] immed_i, pc_i;
    input [31:0] RS1data_i, RS2data_i;
    input ID_Branch_i;
    output [31:0] ID_branch_pc_o;
    output ID_branch_ctr_o;
    assign ID_branch_pc_o = (immed_i << 1) + pc_i;
    assign ID_branch_ctr_o = (RS1data_i == RS2data_i) & ID_Branch_i;
endmodule
==> run.sh <==
#!/bin/bash
# OpenROAD 26Q1-2900-gdf79404cd8, Yosys 0.63+post, stock flow scripts
make -C /OpenROAD-flow-scripts/flow DESIGN_CONFIG=/design/flow/config.mk WORK_HOME=/design/flow/orfs finish
==> config.mk <==
export PLATFORM = sky130hd
export DESIGN_NAME = Branch
export DESIGN_NICKNAME = Branch
export VERILOG_FILES = /design/flow/design.v
export SDC_FILE = /design/flow/constraint.sdc
export NUM_CORES = 4
export LEC_CHECK = 1
export CORE_AREA = 10 10 99 99
export DIE_AREA = 0 0 109 109
==> constraint.sdc <==
current_design Branch

set clk_period 13.7
set clk_io_pct 0.2

create_clock -name clk0 -period $clk_period

set non_clock_inputs [all_inputs -no_clocks]
set_input_delay [expr $clk_period * $clk_io_pct] -clock clk0 $non_clock_inputs
set_output_delay [expr $clk_period * $clk_io_pct] -clock clk0 [all_outputs]
==> reports/metrics.csv <==
stage,metric,value,unit
synthesis,yosys simple share,0.224,
pwr,Sequential Power Share,0,
finish,Flop Count,0,
setup_path,Crit. End Element,output port,
finish,synthesis-to-layout area growth,74.5,%
pwr,Clk pwr share,0,
route,DR iter-0 viols,89,
route,detailed-route wire length,8730,um
synthesis,xor+xnor area frac,0.225,
placement,post-DP HPWL,8080,um
synthesis,"Avg Cell Area, Syn",7.26,um^2
synthesis,yosys cell count,305,
pwr,Max IR drop VDD,19.9,uV
sta,fin crit period,8.43,ns
setup_path,startpoint type of the worst setup path,input port,
synthesis,yosys aoi share,0.326,
finish,# fillers,771,
floorplanning,Top Ports,162,
synthesis,"mux frac, synth",0.00960,
grt,first-pass GRT wire length,13800,um
hold_path,Hold Path Class,in2out,
synthesis,Dominant combinational family,AND-OR/OR-AND gates,
synthesis,Dominant cell area share,0.174,
sta,Final setup viols,0,
hold_path,Hold Crit Start,pc_i[0],
synthesis,yosys stat area,2210,um^2
finish,Top Layout Cells,"159 x clkdlybuf4s50_1, 44 x xnor2_1, 30 x nand2_1, 30 x ha_1, 28 x a21oi_1",
finish,Reg area,0,um^2
sta,final hold slack,5.48,ns
floorplanning,Rows,32,
pwr,LEAKAGE,1.43,nW
synthesis,Synth Area in Adders,0.179,
pwr,Gate power share,1.000,
sta,"Hold Vio Cnt, Final",0,
floorplanning,Die W,109,um
sta,Fin Setup TNS,0,ns
finish,highest-count logic cell in the final layout,clkdlybuf4s50_1,
setup_path,"Req. time, crit path",10.96,ns
grt,initial antenna violation count,0,
placement,Post-DP Area,3860,um^2
sta,Worst Tran Pin Value,0.387,ns
grt,total track usage,0.141,
pwr,Psw,0.0000680,W
synthesis,Synth area leader,xnor2_1,
run,max_cap viols,0,
finish,post-route cell area,3860,um^2
placement,Final Wtd Congestion,0.887,
grt,vias in the first global route,2700,
setup_path,CP Class,in2out,
setup_path,WP data arrival,5.69,ns
route,routed len/inst,15.7,um
placement,tally of buffers added on design ports,159,
clock_network,CTS Hold Bufs,0,
synthesis,Ys Warns,0,
setup_path,critical path startpoint,immed_i[0],
route,Residual DRC,0,
synthesis,Top cells by area,"xnor2_1 17%, ha_1 17%, a21oi_1 6.3%, o21ai_0 5.2%, xor2_1 5.1%",
route,Final ANT Viol Nets,0,
route,vias post-DR,2732,
floorplanning,fp_density,0.287,
clock_network,Post-CTS Repair Setup Buffers,0,
pwr,internal power,0.000107,W
sta,max-slew violation count,0,
sta,fmax,0.119,GHz
finish,share of cells above drive strength 1,0.0332,
floorplanning,Die Y,109,um
setup_path,"critical path fanouts, max",6,
synthesis,Cells after Synth,305,
placement,placed insts,554,
sta,"Worst Setup Slack, final",5.27,ns
pwr,Sw Ratio,0.389,
sta,RSZ-0062 raised after global routing,no,
sta,Max-slew headroom,0.742,
route,diodes inserted,0,
synthesis,Synth Cell Area,2210,um^2
route,Vias per Instance,4.93,
placement,pre-CTS WS,5.27,ns
finish,CLK BUF,0,
floorplanning,die area,11900,um^2
sta,final period utilization,0.615,
synthesis,Cell Type Count,61,
floorplanning,Core Area,7730,um^2
grt,global route total overflow,0,
finish,Final Non-Filler Cells,554,
clock_network,post-CTS sizing,0,
route,Pre-Repair DR Iteration Count,4,
pwr,Cell Pwr Density,45.2,nW/um^2
synthesis,Post-synth seq share,0,
run,count of tool warnings,33,
status,status,"finished, final reports clean",
grt,largest net degree at the start of global routing,13,
==> critical path: stages <==
cell	delay (ns)
clkdlybuf4s50_1	0.40
ha_1	0.24
fa_1	0.44
a211oi_1	0.40
o21ai_2	0.16
nand4_2	0.14
o211ai_4	0.13
or4_1	0.48
and4_1	0.16
clkdlybuf4s50_1	0.40
==> cell type report <==
type                       count  area [um^2]  area share
inverter                       3         11.3     0.00291
multi-input combinational    290         2130       0.552
tap                          102          128      0.0330
timing repair buffer         159         1590       0.412
==> stage by stage <==
step           power [W]  utilization
3_5_place_dp    0.000176        0.500
3_3_place_gp    0.000176        0.500
4_1_cts         0.000177        0.500
2_1_floorplan  0.0000819            -
5_1_grt         0.000193        0.500
6_report        0.000175        0.500
==> cells in the mapped netlist, types with 2 or more instances <==
master / n
o21ai_1: 3
xor2_1: 13
a211oi_1: 6
a21o_1: 5
clkbuf_2: 2
nor4_1: 6
o21a_1: 5
buf_4: 5
nand4_1: 11
and4_1: 4
clkbuf_1: 3
nor3_1: 2
nand2b_1: 3
a21oi_2: 2
ha_1: 30
a31oi_1: 6
buf_2: 2
nand3_1: 9
xnor2_1: 44
a21oi_1: 28
inv_1: 3
o21ai_0: 23
nor2_1: 18
nor2b_1: 2
and2_1: 2
and3_1: 3
o31ai_1: 2
nand2_1: 30
==> cells by family (layout without fill, tap and decap cells) <==
group           after synthesis  in the layout
fa+ha+maj                    31             31
buf+inv                      15            162
simple gates                 97             97
compound gates              103            103
xor+xnor                     57             57
mux                           2              2
==> per-layer routing <==
| layer | routed length, um | up-vias | GRT usage |
|---|---|---|---|
| met5 | 0 | - | 0 |
| met4 | 40 | 0 | 0.00565 |
| met3 | 789 | 2 | 0.0364 |
| met2 | 4300 | 82 | 0.251 |
| met1 | 3600 | 1200 | 0.174 |
| li1 | - | 1448 | - |
==> power by group through the flow <==
stage	Sequential (W)	Clock [W]	Combinational [W]
finish	0	0	0.000175
global route	0	0	0.000193
CTS	0	0	0.000177
==> path summary, 6_finish.rpt <==
kind / cells after the start / end
setup / recovery: 10 / ID_branch_pc_o[29]
hold / removal: 0 / ID_branch_pc_o[0]
Power is estimated from default activity; no workload was simulated.
